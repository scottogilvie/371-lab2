--- ./design.v ---
module slowClock(outClock, inClock);
	input inClock;
	output reg outClock;
	reg[25:0] tBase;
	parameter TIMEBASE = 19;
	always@(posedge inClock) begin
		tBase <= tBase + 1'b1;
	end
	always@(posedge tBase[TIMEBASE]) begin
		outClock <= ~outClock;
	end
endmodule
--- ./run.sh ---
#!/bin/bash
# OpenROAD 26Q1-2900-gdf79404cd8, Yosys 0.63+post, stock flow scripts
make -C /OpenROAD-flow-scripts/flow DESIGN_CONFIG=/design/flow/config.mk WORK_HOME=/design/flow/orfs finish
--- ./config.mk ---
export PLATFORM = sky130hd
export DESIGN_NAME = slowClock
export DESIGN_NICKNAME = slowClock
export VERILOG_FILES = /design/flow/design.v
export SDC_FILE = /design/flow/constraint.sdc
export NUM_CORES = 4
export LEC_CHECK = 1
export CORE_AREA = 10 10 94 94
export DIE_AREA = 0 0 104 104
--- ./constraint.sdc ---
current_design slowClock

set clk_period 3.7
set clk_io_pct 0.2

create_clock -name clk0 -period $clk_period [get_ports {inClock}]

set non_clock_inputs [all_inputs -no_clocks]
set_input_delay [expr $clk_period * $clk_io_pct] -clock clk0 $non_clock_inputs
set_output_delay [expr $clk_period * $clk_io_pct] -clock clk0 [all_outputs]
==> Changelog: implementation <==
## Implementation

* Status: finished clean
* Die X at 104 um
* Register pins left without a clock at 1
* CP Launch Type: register
* Crit path max-delay family: simple AND/OR/NAND/NOR gates
* Slowest stage delay, CP at 0.40 ns
* Final Total Pwr at 0.0003495 W
* Drt first pass iters at 3
* Later-pin clock latency in the skew report at 0.25 ns
* Vias per inst at 2.725
* Cell count in the Yosys report at 72
* Maxcap violations at 0
* WS Path Type: register to register
* Cell Int Power at 0.0002874 W
* Fraction of layout cells with a size suffix above 1 at 8.000%
* Final Hold Vio Count at 0
* # diodes at 0
* Critical-path cell list: ha_1, and3_1, nand4_1, xnor2_1
* Post-Layout Cell Count at 171
* PwrDens at 369.5 nW/um^2
* Slew headroom at 81.84%
* Number of global-route vias before repair at 458
* Post-route clock period utilization at 36.41%
* Final Worst Setup Slack at 2.353 ns
* Layout Area Growth over Synthesis at 21.35%
* DRT antenna net count at 0
* GPL Wtd Cong at 0.6834
* H-tree depth at 1
* Largest net degree at the start of global routing at 11
* Area leader, netlist: dfxtp_1
* Reg-to-Reg End: tBase[14]
* Synth Area in Adders at 1.605%
* OpenROAD warning count at 25
* Endpoints left unconstrained at 2
* Arr. time, crit path at 1.49 ns
* FILL cells at 793
* Synth Area per Inst at 10.83 um^2
* Global-route wire length before repair at 1932 um
* CP bufs+invs at 0
* Dpl cells at 168
* Basic Gates by Area at 22.63%
* IO Port Bufs at 1
* Row count at 30
* DRC marker count from the first detailed-route iteration at 10
* Hold buffers post-CTS at 0
* Leakage at 0.2965 nW
* Worst-case reg-to-reg path depth at 4
* Num CTS Buffers at 3
* Total negative setup slack at 0 ns
* Clock transition at path regs at 0.07 ns
* Net Sw Frac at 17.75%
* Reg area at 420.4 um^2
* CP max stage cell: dfxtp_1
* MI comb area at 346.6 um^2
* Synth top area share at 53.93%
* Net Switching at 0.00006205 W
* DRT Wirelength at 1033 um
* Die Y at 104 um
* DP HPWL at 749.4 um
* Routed length per instance at 6.041 um
* Worst setup EP type: register
* R2R setup slack at 2.35 ns
* Post-synth regs at 21
* Vias post-DR at 466
* Worst-Margin Slew at 0.2724 ns
* Hold Crit Depth at 1
* Fin Clk Skew at 0.001007 ns
* FF-to-FF Start: tBase[0]
* Die area at 10820 um^2
* YS warnings at 1
* Clk network pwr share at 38.4%
* Starting Density at 11.41%
* GR Overflow Total at 0
* Setup Viol. Count Final at 0
* Post-synth seq share at 53.93%
* Clk root buf: clkbuf_8
* Ys async rst share at 0%
* Global Route Usage Sum at 2.050%
* Hold Startpoint: tBase[0]
* Post-route DRC at 0
* Synth cell count leaders: dfxtp_1, xnor2_1, nand3_1
* Antenna violations before repair at 0
* AO/OA Area Share at 0%
* Hold slack at 0.4369 ns
* Main synth FF type: dfxtp_1
* Most frequent cell after synthesis: dfxtp_1
* Ports at 2
* Clock buffer depth at 2
* Post-cts sizing count at 0
* RSZ-0062 raised after global routing: false
* Top non-seq family: simple AND/OR/NAND/NOR gates
* Place WS at 2.360 ns
* Post-Synthesis Cells at 72
* XOR Share, Synth at 20.22%
* Critical Path RT at 3.84 ns
* Core ar. at 6832 um^2
* CTS tree: built
* Flop pwr share at 61.6%
* Worst-path maximum fanout at 7
* Post-synth EDFFs at 0
* Hold WC Path Type: register to register
* Worst Hold Path EP: tBase[0]
* Logic pwr share at 0%
* Synthesized area at 779.5 um^2
* Top post-synthesis cells by area: dfxtp_1, xnor2_1, nand3_1, xor2_1, and3_1
* MUX share of area at 0%
* Max Clk Rate at 742.3 MHz
* Fin crit period at 1.347 ns
* Synthesis area per yosys at 779.5 um^2
* Buffers inserted by post-CTS timing repair at 0
* Fin. max-slew vios at 0
* Maximum VDD drop at 0.2802 mV
* Synth unique cells at 16
[through the flow]
| stage | util, % | cell area (um^2) |
|---|---|---|
| after global routing | 13.85 | 945.9 |
| after floorplan | - | 779.5 |
| after CTS | 13.85 | 945.9 |
| after global placement | 13.24 | 904.6 |
| after detailed placement | 13.24 | 904.6 |
| final | 13.85 | 945.9 |
[registers in the layout, indices dropped and copies added (netlist names)]
register  cells
outClock      1
tBase        20
[worst max-delay path by stage]
stage | start | end | depth (start not counted)
final | tBase[0] | tBase[14] | 4
after global routing | tBase[0] | tBase[16] | 4
after CTS | tBase[0] | tBase[14] | 4
[cells in the final DEF (no fill, tap or decap)]
cell type and instances:
dfxtp_1 21, xnor2_1 14, nand3_1 10, and3_1 5
nand2_1 4, nand4_1 4, xor2_1 4, clkbuf_8 3
inv_1 2, nand3_2 1, nor2_2 1, nor2_1 1
and4_1 1, nor4_4 1, nor3_1 1, ha_1 1
clkdlybuf4s50_1 1
[final cells by class]
cell class,instances,share of cell area (%)
sequential,21,44.44
multi-input combinational,48,36.64
tap,96,12.70
clock buffer,3,4.365
timing repair buffer,1,1.058
inverter,2,0.7937
[routing by layer]
metal  wire, um  vias up  track usage, %
met5          0        -               0
met4          0        0               0
met3         56        0           1.003
met2        406        5           3.108
met1        571      209           2.742
li1           -      252               -
[cell families (layout without fill, tap and decap cells)]
family	Yosys count	count (layout)
xor+xnor	18	18
flops	21	21
buf+inv	3	6
fa+ha+maj	1	1
simple gates	29	29
[power by group through the flow]
stage | Combinational (W) | Clock (W) | Sequential [W]
after global routing | 0.000000000106 | 0.000149 | 0.000215
final | 0.000000000106 | 0.000134 | 0.000215
after CTS | 0.000000000106 | 0.000141 | 0.000215
Power figures rest on the tool's default switching activity, not on a simulated workload.
