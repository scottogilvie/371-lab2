==> design/flow/design.v <==
module seg7Control(
	ho0, ho1, ho2, ho3, ho4, ho5,
	in, en
);
	output [6:0] ho0, ho1, ho2, ho3, ho4, ho5;
	input [7:0]	in;
	input [2:0] en;
	wire [7:0] lsnResult0 = (en == 3'b111) ? in[3:0] % 10 : 8'b11111111;
	wire [7:0] lsnResult1 = (en == 3'b111) ? in[3:0] % 100 / 10 : 8'b11111111;
	wire [7:0] lsnResult2 = (en == 3'b111) ? in[3:0] % 1000 / 100 : 8'b11111111;
	seg7 s0 (.bcd(lsnResult0), .leds(ho0));
	seg7 s1 (.bcd(lsnResult1), .leds(ho1));
	seg7 s2 (.bcd(lsnResult2), .leds(ho2));
	wire [7:0] msnResult0 = (en == 3'b111) ? in[7:4] % 10 : 8'b11111111;
	wire [7:0] msnResult1 = (en == 3'b111) ? in[7:4] % 100 / 10 : 8'b11111111;
	wire [7:0] msnResult2 = (en == 3'b111) ? in[7:4] % 1000 / 100 : 8'b11111111;
	seg7 s3 (.bcd(msnResult0), .leds(ho3));
	seg7 s4 (.bcd(msnResult1), .leds(ho4));
	seg7 s5 (.bcd(msnResult2), .leds(ho5));
endmodule
module seg7 (bcd, leds);
	 input [7:0] bcd;
	 output reg [6:0] leds;
	 always @(*)
		 case (bcd)
		 8'b00000000: leds = ~7'b0111111;  
		 8'b00000001: leds = ~7'b0000110;  
		 8'b00000010: leds = ~7'b1011011;  
		 8'b00000011: leds = ~7'b1001111;  
		 8'b00000100: leds = ~7'b1100110;  
		 8'b00000101: leds = ~7'b1101101;  
		 8'b00000110: leds = ~7'b1111101;  
		 8'b00000111: leds = ~7'b0000111;  
		 8'b00001000: leds = ~7'b1111111;  
		 8'b00001001: leds = ~7'b1101111;  
		 8'b11111111: leds = ~7'b0000000;
		 default: leds = 7'b0;
	 endcase
endmodule 
module seg7Control_testbench;
endmodule
==> design/flow/run.sh <==
#!/bin/bash
# OpenROAD 26Q1-2900-gdf79404cd8, Yosys 0.63+post, stock flow scripts
make -C /OpenROAD-flow-scripts/flow DESIGN_CONFIG=/design/flow/config.mk WORK_HOME=/design/flow/orfs finish
==> design/flow/config.mk <==
export PLATFORM = sky130hd
export DESIGN_NAME = seg7Control
export DESIGN_NICKNAME = seg7Control
export VERILOG_FILES = /design/flow/design.v
export SDC_FILE = /design/flow/constraint.sdc
export NUM_CORES = 4
export LEC_CHECK = 1
export CORE_AREA = 10 10 70 70
export DIE_AREA = 0 0 80 80
==> design/flow/constraint.sdc <==
current_design seg7Control

set clk_period 4.9
set clk_io_pct 0.2

create_clock -name clk0 -period $clk_period

set non_clock_inputs [all_inputs -no_clocks]
set_input_delay [expr $clk_period * $clk_io_pct] -clock clk0 $non_clock_inputs
set_output_delay [expr $clk_period * $clk_io_pct] -clock clk0 [all_outputs]
==> metrics.cfg <==
[outcome]
status=completed

[final_timing]
fin_crit_ns=4.41
finalHoldViolations=0
fin_crit_sh=0.900
slew_violations=0
tns_ns=0
rsz0062_at_grt=no
setup_viol=0
fmax_mhz=227

[yosys]
top_area_frac=0.217
ys_chip_area_sq_um=970
synthTopLogicFamily=AND-OR/OR-AND gates
synth_warnings=1
yosysTopAreaCell=buf_4
synth.yosys.seq_area_share=0
simple_gate_share=0.177
synth_area_sq_um=970
synthCells=138
area_leaders=buf_4, ha_1, a21oi_1
muxShareOfSynthArea=0.0206
synth.distinct_cells=45
synth_area_per_cell_sq_um=7.03
yosysCellCount=138
xor_share=0.0271
compound_area_frac=0.385
adder_share=0.0774

[die]
dieArea_sq_um=6400
die-width_um=80
io_pins=53
initCoreUtil=0.284
core_sq_um=3420
rows=21
die_h_um=80

[power_and_ir_drop]
seqPwrFrac=0
clkPwrFrac=0
power_frac_comb=1.000
power_switching_uw=48.3
power_uw=102
swShare=0.472
power_density_nw_per_um2=78.0
leakage_nw=0.519
ir_drop_mv=0.0317
intPower_uw=54.0

[placed_design]
io_buffers=49
gp_routability_congestion=0.856
placed_cells=208
dp_hpwl_um=2180

[hold_path]
min_to=ho3[2]
worstHoldPathType=in -> out
hp-start=in[4]
hold_depth=3

[drt]
drt_wl_total_um=2740
drtIter0Drc=39
drc_errors=0
viasPerCell=4.69
vias=976
wl_met1_um=1240
met2_wirelength_um=1200
first_pass_iters=4
wl_met3_um=294
routedWlPerCell_um=13.2
antenna_cells=0
routed.top_layer=met3
drtAntennaViolNets=0

[finish]
mostFrequentLayoutCell=clkdlybuf4s50_1
layout.cells.non_filler=208
drive_above_1_share=0.117
num-clock-buffers=0
post-route-util=0.384
area_growth_syn_to_layout_pct=35.2
seqCellArea_sq_um=0
lay_top_cells=clkdlybuf4s50_1, a21oi_1, o21ai_0, nand2_1
seq_cell_count=0

[worst_setup_path]
critical_path_class=in -> out
critPathLaunch=in[6]
cp-end-kind=output pin
crit_required_ns=3.92
cp.arrival_ns=3.43
start_kind=input pin
crit_fanout=8

[global_routing]
antenna_found_initial=0
grt_pass1_vias=917
overflow=0
grt_max_degree=18
grt_pass1_wl_um=4350
grtUsageTotal=0.0778

[clock_tree]
postCtsSetupBuffers=0
cts_resized=0
cts_hold_buf=0

[job]
warnings=34
drv_cap=0

-- final cells by class --
class                           count  area, sq um
Multi-Input combinational cell     97          681
Inverter                           10         37.5
Timing Repair Buffer               55          536
Tap cell                           46         57.6
Fill cell                         349         2100
-- worst max-delay path, cell delays in order --
cell and delay [ns]:
clkdlybuf4s50_1 0.64, inv_2 0.10, ha_1 0.19, inv_1 0.05, ha_1 0.23, nand2b_1 0.17, o21a_4 0.24, o31ai_1 0.20
o21bai_1 0.13, clkdlybuf4s50_1 0.48
-- Yosys cell counts, drive strengths merged, types with 2 or more instances --
master   n
buf     30
o21ai   15
a21oi   12
nand2   11
inv     10
nand2b   8
ha       6
o31ai    6
clkbuf   4
nand3    3
nor2     3
o21a     3
xnor2    3
a22oi    2
and3     2
mux2i    2
nand3b   2
nor3     2
o211ai   2
-- cells by family after synthesis --
| family | Yosys count |
|---|---|
| compound gates | 50 |
| mux | 2 |
| fa+ha+maj | 6 |
| simple gates | 32 |
| xor+xnor | 3 |
| other cells | 1 |
| buf+inv | 44 |
-- power by group through the flow --
stage	Combinational [mW]	Clock [mW]	Sequential, mW
4_1_cts	0.103	0	0
5_1_grt	0.114	0	0
6_report	0.102	0	0
-- layer usage --
metal | track usage | vias to the layer above
met1 | 0.103 | 437
met4 | 0 | 0
met5 | 0 | -
met3 | 0.0205 | 0
met2 | 0.130 | 30
li1 | - | 509
-- worst max-delay path by stage --
stage,end,cells past startpoint
after CTS,ho3[5],10
after global routing,ho3[5],10
final,ho3[5],10
-- per-stage QoR --
stage          hold WS, ns  setup WS (ns)  area [sq um]
6_report              3.11          0.491          1310
5_1_grt               3.12          0.297          1310
4_1_cts               3.10          0.476          1310
3_5_place_dp          3.09          0.479          1310
3_3_place_gp          3.09          0.541          1310
2_1_floorplan         1.99           1.59           981
No activity file was given, so power comes from the tool's default toggle rates.
